===== /design/flow/design.v =====
module disp(clk,sw7,game_state,leave_times,seg_cat,seg_led,user_defined_cdtime);
    input clk;
    input sw7;
    input [4:0] leave_times;
    input [1:0] game_state;
    input [4:0] user_defined_cdtime;
    output reg [7:0] seg_cat;
    output [7:0] seg_led;
    reg [3:0] num [0:1];     
    initial begin
        seg_cat<=8'b11111111;
    end
    always @(posedge clk) begin
        if (!sw7) begin
            num[0]<=15;
            num[1]<=15;
            seg_cat<=8'b11111111;
        end
        else begin
            if(game_state==0) begin
                if (seg_cat==8'b11111111) begin
                    seg_cat<=8'b11111110;
                end
                else begin
                    if (user_defined_cdtime>=30) begin
                        num[1]<=3;
                        num[0]<=0;
                    end
                    else if (user_defined_cdtime>=20) begin
                        num[1]<=2;
                        num[0]<=user_defined_cdtime-20;
                    end
                    else if (user_defined_cdtime>=10) begin
                        num[1]<=1;
                        num[0]<=user_defined_cdtime-10;
                    end
                    else begin
                        num[1]<=0;
                        num[0]<=user_defined_cdtime;
                    end
                    if (seg_cat==8'b11111110) begin
                        seg_cat<=8'b11111101;
                    end
                    else if(seg_cat==8'b11111101) begin
                        seg_cat<=8'b11111110;
                    end
                    else begin
                        seg_cat<=8'b11111111;
                    end
                end
            end
            else if (game_state==1||game_state==2) begin
                if (seg_cat==8'b11111111) begin
                    seg_cat<=8'b11111110;
                end
                else begin
                    if (leave_times-1>=20) begin
                        num[1]<=2;
                        num[0]<=leave_times-21;
                    end
                    else if (leave_times-1>=10) begin
                        num[1]<=1;
                        num[0]<=leave_times-11;
                    end
                    else begin
                        num[1]<=0;
                        num[0]<=leave_times-1;
                    end
                    if (seg_cat==8'b11111110) begin
                        seg_cat<=8'b11111101;
                    end
                    else if(seg_cat==8'b11111101) begin
                        seg_cat<=8'b11111110;
                    end
                    else begin
                        seg_cat<=8'b11111111;
                    end
                end
            end
            else begin
                num[0]<=15;
                num[1]<=15;
                seg_cat<=8'b11111111;
            end
        end
    end
    segment segment1(
                .seg_data(num[seg_cat[0]]),
                .seg_led(seg_led)
            );
endmodule
module segment (seg_data,seg_led);
    input [3:0] seg_data;
    output [7:0] seg_led;
    reg [7:0] seg [15:0];
    initial begin
        seg[0] = 8'h3f; 
        seg[1] = 8'h06; 
        seg[2] = 8'h5b; 
        seg[3] = 8'h4f; 
        seg[4] = 8'h66; 
        seg[5] = 8'h6d; 
        seg[6] = 8'h7d; 
        seg[7] = 8'h07; 
        seg[8] = 8'h7f; 
        seg[9] = 8'h6f; 
        seg[15] = 8'h00; 
    end
    assign seg_led = seg[seg_data];
endmodule

===== /design/flow/run.sh =====
#!/bin/bash
# OpenROAD 26Q1-2900-gdf79404cd8, Yosys 0.63+post, stock flow scripts
make -C /OpenROAD-flow-scripts/flow DESIGN_CONFIG=/design/flow/config.mk WORK_HOME=/design/flow/orfs finish

===== /design/flow/config.mk =====
export PLATFORM = sky130hd
export DESIGN_NAME = disp
export DESIGN_NICKNAME = disp
export VERILOG_FILES = /design/flow/design.v
export SDC_FILE = /design/flow/constraint.sdc
export NUM_CORES = 4
export LEC_CHECK = 1
export CORE_AREA = 10 10 78 78
export DIE_AREA = 0 0 88 88

===== /design/flow/constraint.sdc =====
current_design disp

set clk_period 2.1
set clk_io_pct 0.2

create_clock -name clk0 -period $clk_period [get_ports {clk}]

set non_clock_inputs [all_inputs -no_clocks]
set_input_delay [expr $clk_period * $clk_io_pct] -clock clk0 $non_clock_inputs
set_output_delay [expr $clk_period * $clk_io_pct] -clock clk0 [all_outputs]

==> metrics.csv <==
metric,value,unit
status,finished with violations,
failing checks,negative setup slack,
final worst slack,-0.120,ns
register share after synthesis,0.129,
DP Worst Slack,-0.445,ns
CTS buffer count,3,
ys flops,9,
Crit. End Element,output port,
clk sinks,9,
CTS tree,built,
Chip Area,0.00774,mm²
type of the worst min-delay path,register to register,
Netlist Area Pre-Place,0.00140,mm²
top cells by count,"22 x nand2_1, 16 x inv_1, 15 x ha_1, 12 x a21oi_1, 12 x o21ai_0",
GP Congestion,0.885,
Fin Hold WS,0.419,ns
antenna-violating nets left,0,
Row Count,24,
# hold bufs at CTS,0,
ranking of synthesized cells by area,"ha_1 13%, dfxtp_1 13%, nand2_1 5.9%",
Final Hold Viols,0,
dominant cell type by area after synthesis,ha_1,
Ports,30,
YS chip area,0.00140,mm²
Die Height,88,µm
number of port buffers,22,
Die X,88,µm
Max-Cap Viols,0,
first-pass GRT wire length,6430,µm
placed wire-length estimate,3080,µm
Startpoint Class,register,
overall power,975,µW
stage-log warning count,37,
vias in the first global route,1482,
Hold Path Stages,1,
CTS Buffer Depth,2,
Root Buffer,clkbuf_8,
Crit Path Class,register to output port,
drt initial violations,53,
top_reg_cell synth,dfxtp_1,
max-slew violation count,0,
routed length per instance,12.0,µm
Late-Pin Clk Latency,0.23,ns
RR Endpoint,num[1][1],
Final min period,2.22,ns
Via density,4.84,
Worst R2R Start,seg_cat[0],
Core Footprint,0.00441,mm²
area delta synth->final,61.9,%
Post-synth EDFFs,0,
via count,1554,
"Reg clk slew, reported paths",0.04,ns
Max Fclk,451,MHz
Post-synth ARST share,0,
drt drc,0,
layout cells sized above 1,0.398,
fill count,400,
setup TNS,-0.358,ns
synthesized instance count,195,
number of cells in Yosys stat,195,
Fin Clk Skew,0.00346,ns
Syn. warnings,4,
Finish-stage setup viols,5,
RSZ-0062 raised after global routing,yes,
CTS H-Tree Depth,1,
post-layout util,0.512,
worst vdd ir,0.000189,V
pwr dens,432,mW/mm²
Routed WL,3840,µm
initial antenna violation count,0,
FP Util,0.316,
ant diodes,0,
Cell variety after synth,58,
logic area,0.00121,mm²
largest net degree at the start of global routing,17,
final period utilization,1.06,
crit-path max FO,4,
Pleak,0.00104,µW
most common cell in the netlist,nand2_1,
Synth top area share,0.135,
Hold Path End,seg_cat[1],
Min-Delay Startpoint,seg_cat[1],
worst path arrival time,1.80,ns
reg2reg setup slack,0.57,ns
cells on worst reg2reg path,7,
Worst Path Required,1.68,ns
GRT Total Usage,0.0964,
Syn Area/Cell,7.15,µm²
register area,184,µm²
drt pass-1 iters,4,
grt total ovfl,0,
## worst max-delay path, stage by stage, from the launching register on
cell and delay, ns:
dfxtp_4 0.37, mux2i_4 0.25, buf_6 0.13, inv_4 0.03
buf_6 0.10, ha_4 0.15, o21a_1 0.17, o221ai_2 0.13
o41ai_2 0.10, buf_2 0.13
## per-stage QoR
stage | instances | area (µm²)
after CTS | 317 | 2180
after global placement | 304 | 1960
after global routing | 321 | 2260
final | 321 | 2260
after floorplan | 200 | 1420
after detailed placement | 304 | 1960
## area by class of cell
| type | count | share of cell area |
|---|---|---|
| flip-flops and latches | 9 | 0.0814 |
| clock buffers | 4 | 0.0199 |
| well taps | 52 | 0.0288 |
| inverters | 16 | 0.0277 |
| repair buffers | 85 | 0.307 |
| multi-input cells | 155 | 0.535 |
## registers in the layout, indices dropped and copies added, names as in the netlist
register and flops:
num 7, seg_cat 2
## repair_timing
item                                    in CTS  in global routing
hold endpoints to repair                     0                  0
pin swaps                                   11                 11
gates resized                               59                 20
endpoints found under the setup margin      12                 12
buffers inserted                             9                  4
## cell usage in the layout (no fill, tap or decap), types with 3 or more instances in the layout
master,count
clkdlybuf4s50_1,10
a31oi_1,6
a21oi_1,11
nand3_1,4
inv_1,12
clkbuf_8,3
nor2_1,10
nand2b_1,3
ha_1,8
a21boi_1,3
buf_2,6
o21ai_1,9
dlymetal6s2s_1,3
dfxtp_1,8
buf_4,57
o21bai_1,3
buf_6,5
nand2_1,22
nand3b_1,3
inv_2,3
ha_4,6
conb_1,7
o21a_1,3
nor2b_1,4
## power breakdown
part	internal [µW]	switching (µW)
registers	191	26.1
clock network	132	63.7
logic	314	249
total	636	339
## cell families (layout without fill, tap and decap cells)
family | Yosys count | in the layout | share of synthesized area
xor+xnor | 2 | 2 | 0.0126
mux | 4 | 4 | 0.0296
compound gates | 67 | 67 | 0.346
flops | 9 | 9 | 0.129
buf+inv | 36 | 105 | 0.129
fa+ha+maj | 15 | 15 | 0.135
simple gates | 60 | 60 | 0.213
other cells | 2 | 7 | 0.00538
## worst max path at each step
stage | from | cells past startpoint | slack [ns] | endpoint
CTS | seg_cat[0] | 9 | -0.14 | seg_led[4]
global route | seg_cat[0] | 10 | -0.19 | seg_led[5]
finish | seg_cat[0] | 9 | -0.12 | seg_led[4]
## routing by layer
| layer | share of wire | GRT usage | up-vias | wire (µm) |
|---|---|---|---|---|
| met5 | 0 | 0 | - | 0 |
| met4 | 0.0070 | 0.0101 | 0 | 27 |
| met3 | 0.043 | 0.0112 | 2 | 166 |
| met2 | 0.46 | 0.159 | 36 | 1770 |
| met1 | 0.49 | 0.136 | 685 | 1880 |
| li1 | - | - | 831 | - |
No activity file was given, so power comes from the tool's default toggle rates.
