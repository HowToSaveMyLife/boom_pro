File: config.mk
export PLATFORM = sky130hd
export DESIGN_NAME = cartoon
export DESIGN_NICKNAME = cartoon
export VERILOG_FILES = /design/flow/design.v
export SDC_FILE = /design/flow/constraint.sdc
export NUM_CORES = 4
export LEC_CHECK = 1
export CORE_UTILIZATION = 40
File: constraint.sdc
current_design cartoon

set clk_period 4.6
set clk_io_pct 0.2

create_clock -name clk0 -period $clk_period [get_ports {clk}]

set non_clock_inputs [all_inputs -no_clocks]
set_input_delay [expr $clk_period * $clk_io_pct] -clock clk0 $non_clock_inputs
set_output_delay [expr $clk_period * $clk_io_pct] -clock clk0 [all_outputs]
File: design.v
module cartoon (sw7,game_state,clk,green,red,row,leave_times,success);
    input [1:0] game_state;
    input success;
    input clk,sw7;
    input [4:0] leave_times;
    output [7:0] green,red;
    output reg [7:0] row;
    reg [7:0] red_cartoon [7:0];     
    reg [7:0] green_cartoon [7:0];   
    reg [7:0] scan [7:0];            
    reg [2:0] cnt;                   
    reg [20:0] times;                
    initial begin
        times<=0;
        cnt<=0;
        scan[0]<=8'b11111110;
        scan[1]<=8'b11111101;
        scan[2]<=8'b11111011;
        scan[3]<=8'b11110111;
        scan[4]<=8'b11101111;
        scan[5]<=8'b11011111;
        scan[6]<=8'b10111111;
        scan[7]<=8'b01111111;
    end
    always @(posedge clk) begin
        cnt=cnt+1;
        row=scan[cnt];
    end
    always @(posedge clk) begin
        if (!sw7) begin
            times<=0;
            red_cartoon[0]<=8'b00000000;
            red_cartoon[1]<=8'b00000000;
            red_cartoon[2]<=8'b00000000;
            red_cartoon[3]<=8'b00000000;
            red_cartoon[4]<=8'b00000000;
            red_cartoon[5]<=8'b00000000;
            red_cartoon[6]<=8'b00000000;
            red_cartoon[7]<=8'b00000000;
            green_cartoon[0]<=8'b00000000;
            green_cartoon[1]<=8'b00000000;
            green_cartoon[2]<=8'b00000000;
            green_cartoon[3]<=8'b00000000;
            green_cartoon[4]<=8'b00000000;
            green_cartoon[5]<=8'b00000000;
            green_cartoon[6]<=8'b00000000;
            green_cartoon[7]<=8'b00000000;
        end
        else begin 
            if (game_state==0) begin
                red_cartoon[0]<=8'b00011000;
                red_cartoon[1]<=8'b00011000;
                red_cartoon[2]<=8'b00011000;
                red_cartoon[3]<=8'b00011000;
                red_cartoon[4]<=8'b00011000;
                red_cartoon[5]<=8'b00100100;
                red_cartoon[6]<=8'b00100100;
                red_cartoon[7]<=8'b00011000;
                green_cartoon[0]<=8'b00011000;
                green_cartoon[1]<=8'b00011000;
                green_cartoon[2]<=8'b00011000;
                green_cartoon[3]<=8'b00011000;
                green_cartoon[4]<=8'b00000000;
                green_cartoon[5]<=8'b00000000;
                green_cartoon[6]<=8'b00000000;
                green_cartoon[7]<=8'b00000000;
            end
            else if (game_state==1) begin
                red_cartoon[0]<=8'b00011000;
                red_cartoon[1]<=8'b00011000;
                red_cartoon[2]<=8'b00011000;
                red_cartoon[3]<=8'b00011000;
                red_cartoon[4]<=8'b00011000;
                red_cartoon[5]<=8'b00100100;
                red_cartoon[6]<=8'b00100100;
                red_cartoon[7]<=8'b00011000;
                green_cartoon[0]<=8'b00011000;
                green_cartoon[1]<=8'b00011000;
                green_cartoon[2]<=8'b00011000;
                green_cartoon[3]<=8'b00011000;
                green_cartoon[4]<=8'b00000000;
                green_cartoon[5]<=8'b00000000;
                green_cartoon[6]<=8'b00000000;
                green_cartoon[7]<=8'b00000000;
            end
            else if (game_state==2) begin
                if (leave_times-1>=15) begin
                    red_cartoon[0]<=8'b00011000;
                    red_cartoon[1]<=8'b00011000;
                    red_cartoon[2]<=8'b00011000;
                    red_cartoon[3]<=8'b00011000;
                    red_cartoon[4]<=8'b00011000;
                    red_cartoon[5]<=8'b00100100;
                    red_cartoon[6]<=8'b00100100;
                    red_cartoon[7]<=8'b00011000;
                    green_cartoon[0]<=8'b00011000;
                    green_cartoon[1]<=8'b00011000;
                    green_cartoon[2]<=8'b00011000;
                    green_cartoon[3]<=8'b00011000;
                    green_cartoon[4]<=8'b00000000;
                    green_cartoon[5]<=8'b00000000;
                    green_cartoon[6]<=8'b00000000;
                    green_cartoon[7]<=8'b00000000;
                end
                else if (leave_times-1>=10) begin
                    red_cartoon[0]<=8'b00000000;
                    green_cartoon[0]<=8'b00000000;
                end
                else if(leave_times-1>=5) begin
                    red_cartoon[1]<=8'b00000000;
                    green_cartoon[1]<=8'b00000000;
                end
                else if (leave_times-1>0) begin
                    red_cartoon[2]<=8'b00000000;
                    green_cartoon[2]<=8'b00000000;
                end
                else begin
                    red_cartoon[3]<=8'b00000000;
                    green_cartoon[3]<=8'b00000000;
                end
                times<=0;
            end
            else if(game_state==3) begin
                green_cartoon[0]<=8'b00000000;
                green_cartoon[1]<=8'b00000000;
                green_cartoon[2]<=8'b00000000;
                green_cartoon[3]<=8'b00000000;
                green_cartoon[4]<=8'b00000000;
                green_cartoon[5]<=8'b00000000;
                green_cartoon[6]<=8'b00000000;
                green_cartoon[7]<=8'b00000000;
                if (success==1) begin
                    times<=times+1;
                    if (times<=100000) begin
                        red_cartoon[0]<=8'b00000000;
                        red_cartoon[1]<=8'b01100110;
                        red_cartoon[2]<=8'b00000000;
                        red_cartoon[3]<=8'b00000000;
                        red_cartoon[4]<=8'b00000000;
                        red_cartoon[5]<=8'b00000000;
                        red_cartoon[6]<=8'b00000000;
                        red_cartoon[7]<=8'b00000000;
                    end
                    else if(times<=200000) begin
                        red_cartoon[2]<=8'b11111111;
                    end
                    else if(times<=300000) begin
                        red_cartoon[3]<=8'b11111111;
                    end
                    else if(times<=400000) begin
                        red_cartoon[1]<=8'b00000000;
                        red_cartoon[4]<=8'b11111111;
                    end
                    else if (times<=500000) begin
                        red_cartoon[2]<=8'b00000000;
                        red_cartoon[5]<=8'b01111110;
                    end
                    else if(times<=600000) begin
                        red_cartoon[3]<=8'b00000000;
                        red_cartoon[6]<=8'b00111100;
                    end
                    else if(times<=700000) begin
                        red_cartoon[4]<=8'b00000000;
                        red_cartoon[7]<=8'b00011000;
                    end
                    else if (times<=800000) begin
                        red_cartoon[5]<=8'b00000000;
                    end
                    else if(times<=900000) begin
                        red_cartoon[6]<=8'b00000000;
                    end
                    else if(times<=1000000) begin
                        red_cartoon[7]<=8'b00000000;
                    end
                    else if(times<=1250000) begin
                        red_cartoon[0]<=8'b00000000;
                        red_cartoon[1]<=8'b01100110;
                        red_cartoon[2]<=8'b11111111;
                        red_cartoon[3]<=8'b11111111;
                        red_cartoon[4]<=8'b11111111;
                        red_cartoon[5]<=8'b01111110;
                        red_cartoon[6]<=8'b00111100;
                        red_cartoon[7]<=8'b00011000;
                    end
                    else if(times<=1500000) begin
                        red_cartoon[0]<=8'b00000000;
                        red_cartoon[1]<=8'b00000000;
                        red_cartoon[2]<=8'b00000000;
                        red_cartoon[3]<=8'b00000000;
                        red_cartoon[4]<=8'b00000000;
                        red_cartoon[5]<=8'b00000000;
                        red_cartoon[6]<=8'b00000000;
                        red_cartoon[7]<=8'b00000000;
                    end
                    else if(times<=1750000) begin
                        red_cartoon[0]<=8'b00000000;
                        red_cartoon[1]<=8'b01100110;
                        red_cartoon[2]<=8'b11111111;
                        red_cartoon[3]<=8'b11111111;
                        red_cartoon[4]<=8'b11111111;
                        red_cartoon[5]<=8'b01111110;
                        red_cartoon[6]<=8'b00111100;
                        red_cartoon[7]<=8'b00011000;
                    end
                    else if(times<=2000000) begin
                        red_cartoon[0]<=8'b00000000;
                        red_cartoon[1]<=8'b00000000;
                        red_cartoon[2]<=8'b00000000;
                        red_cartoon[3]<=8'b00000000;
                        red_cartoon[4]<=8'b00000000;
                        red_cartoon[5]<=8'b00000000;
                        red_cartoon[6]<=8'b00000000;
                        red_cartoon[7]<=8'b00000000;
                    end
                    else begin
                        times<=0;
                    end
                end
                else begin
                    if (times<=500000) begin
                        times<=times+1;
                        red_cartoon[0]<=8'b00000000;
                        red_cartoon[1]<=8'b01000000;
                        red_cartoon[2]<=8'b11110111;
                        red_cartoon[3]<=8'b01010101;
                        red_cartoon[4]<=8'b01010101;
                        red_cartoon[5]<=8'b01010101;
                        red_cartoon[6]<=8'b01010111;
                        red_cartoon[7]<=8'b00000000;
                    end
                    else if(times<=1000000) begin
                        times<=times+1;
                        red_cartoon[0]<=8'b00000000;
                        red_cartoon[1]<=8'b11000100;
                        red_cartoon[2]<=8'b00000100;
                        red_cartoon[3]<=8'b11011111;
                        red_cartoon[4]<=8'b00010101;
                        red_cartoon[5]<=8'b00011111;
                        red_cartoon[6]<=8'b01010101;
                        red_cartoon[7]<=8'b10011111;
                    end
                    else begin
                        times<=0;
                    end
                end
            end
        end
    end
    assign red=red_cartoon[cnt];
    assign green=green_cartoon[cnt];
endmodule
File: run.sh
#!/bin/bash
# OpenROAD 26Q1-2900-gdf79404cd8, Yosys 0.63+post, stock flow scripts
make -C /OpenROAD-flow-scripts/flow DESIGN_CONFIG=/design/flow/config.mk WORK_HOME=/design/flow/orfs finish
==> results.txt <==
Update from the flow run.

The H-tree was split into 3 levels. The average instance in the mapped netlist occupies 7.37 um^2. The floorplan has 42 rows. The die is 118 um wide.

The post-route netlist has 7.50% of its cells at a drive strength greater than 1. The run finished with clean final reports. The leakage component of the power is 2.12 nW. The number of global-route vias before repair is 5240. At the pin with the least slew margin, the transition time is 0.902 ns. Final hold analysis gives a worst-case slack of 0.469 ns. In this run the tools logged warnings totalling 38.

The type recorded for the worst min-delay path is flip-flop to flip-flop. The full die area is 0.0139 mm^2. Before placement the cells fill 40.9% of the core.

The post-cts resize count is 0. The fmax is 265 MHz. The main flop type after synthesis is dfxtp_1.

Wires add up to 18.1 mm. The synth_stat.txt file lists the number of cells as 731. Data on the critical path arrives at its endpoint at 3.98 ns.

After clock tree synthesis, the clock-pin slew on the worst setup and hold paths is 0.06 ns. STA classifies the critical path startpoint as an input pin. The launching point of the worst reg2reg path is times[0]. The hold-fix buffer count after cts is 0. Between the synthesized netlist and the finished layout, the area growth was recorded as 12.6%. The number of setup buffers added after CTS is 0.

The critical path goes through clkdlybuf4s50_1 > inv_1 > ha_1 > nor4bb_1 > o22ai_1 > a21oi_1 > o21ai_0 > nand3_1 > or3_1 > a21oi_1. The post-placement setup slack is 0.454 ns. On the critical path, the stage with the largest delay is an instance of clkdlybuf4s50_1. The number of I/O port buffers is 27. The number of failing hold endpoints at the final stage is 0.

The stat command in Yosys gives a chip area of 0.00539 mm^2. IR analysis of the VDD net gives a maximum drop of 0.155 mV. The sum of net half-perimeters after detailed placement is 13.4 mm.

The type of destination of the critical path is a flip-flop. The total power divided by cell area is 259 mW/mm^2. The routed wire length per instance is 19.9 um. The CTS tree is done. The setup check on the worst reg-to-reg path leaves a slack of 0.95 ns. Logic depth along the worst register-to-register path is recorded as 10.

The cell occurring most often along the worst timing path is a21oi_1. The met3 usage is 3.51%. The post-synthesis async set-or-reset flop share is 0%.

In the layout the commonest cells are nor2_1 (77), dfxtp_1 (70), nand2_1 (62). Measured along the y axis, the die boundary spans 118 um. During I/O placement, the number of pins put on the boundary was 34. The via density per instance is 6.31. The count of cell types in the netlist is 80. In the final report, the number of endpoints failing setup comes to 0.

The placeable core area is 0.0132 mm^2. Clock skew on the completed layout was measured at 0.00538 ns. The layout report lists the combined flip-flop and latch area as 0.00140 mm^2. STA lists the endpoint of the worst register-to-register path as times[6].

The first global-routing pass estimated 29.0 mm of wire. The skew report gives the latency at the later pin of the worst-skew pair as 0.35 ns. In the synthesized netlist, the number of instances is 731. The delay of the slowest cell on the worst path is 0.56 ns. The flip-flop and latch count after synthesis is 70. The critical path is of the input pin to flip-flop type. In this run, synthesis inferred 0 flip-flops with an integrated enable. The total via count after detailed routing is 5737.

The total standard cell area after synthesis is 0.00539 mm^2. The max-capacitance violation count is 0. The DRC violation total after the first TritonRoute iteration is 403. Post-route period utilization is reported as 82.1%. Looking at the clock tree report, the maximum root-to-sink buffer count equals 2. Data on the critical path is required at its endpoint by 4.80 ns. The largest net degree at the start of global routing is 24. Measured against its own limit, the worst slew margin works out to 39.9%.

The count of nets left with antenna violations once routing finished came out at 0. After routing, the total negative slack on setup checks comes to 0 ns. The number of warnings reported in the yosys synthesis log is 3. The maximum fanout encountered on the critical timing path is 9. The logic area is 0.00366 mm^2. In the global route stage, overall resource usage came out at 26.9%. The critical path endpoint is red_cartoon[1][7].

The final weighted congestion in routability-driven placement is 1.01. The total overflow left after global routing is 0. The CTS root buffer is clkbuf_16. Counting only logic cells after layout, the most numerous master is nor2_1. Setup repair after global routing left no endpoint under its margin. Routing resource usage on met1 recorded by global route was 39.1%. The first detailed-routing pass took 5 iterations. The slack of the critical path is 0.822 ns. The antenna diode instance count is 0. The max-slew violation count is 0.

The global router reports that the layer with the highest usage is met2. For this design, the sink count on the clock tree is 70. The global routing report lists met2 layer usage as 41.3%. The CTS report gives the tree buffer count as 9.

The minimum period implied by the final worst setup slack is 3.78 ns. The number of antenna violations at the first check in global routing is 0. The layout has 1307 filler cells.

The total DRC errors in the routed layout is 0. OpenSTA lists the critical path startpoint as leave_times[1]. The post-synthesis sequential area ratio is 26.0%.
==> state kept, by name (all words and copies together), names as in the netlist <==
register and flops:
row 8, red_cartoon 34, times 21, green_cartoon 4, cnt 3
==> report_power, final <==
| group | switching (mW) | leakage (nW) | internal [mW] |
|---|---|---|---|
| combinational | 0.125 | 1.40 | 0.0769 |
| clock | 0.294 | 0.149 | 0.428 |
| sequential | 0.0155 | 0.570 | 0.630 |
==> routing by layer <==
metal	vias to the layer above	share of wire [%]
met2	262	45
li1	2740	-
met5	-	0
met3	46	5.9
met1	2689	44
met4	0	4.6
==> worst max-delay path, delay by kind of cell <==
kind	cells	cell delay, ns
AOI/OAI and AO/OA	4	1.14
and+or+nand+nor	3	0.90
buffers and inverters	2	0.74
adders and majority gates	1	0.28
==> logic make-up (layout without fill, tap and decap cells) <==
family,Yosys count,count (layout),synth area share [%]
compound gates,244,244,31.6
xor+xnor,1,1,0.163
fa+ha+maj,18,18,4.18
buf+inv,85,82,6.62
flops,70,70,26.0
mux,9,9,1.76
other cells,1,6,0.0696
simple gates,303,303,29.6
==> through the flow <==
step / cells / power, mW / cell area (um^2) / utilization (%)
after floorplan: 736 / 0.794 / 5410 / -
after global placement: 893 / 0.856 / 5760 / 43.7
after detailed placement: 893 / 0.857 / 5760 / 43.7
after CTS: 909 / 1.58 / 6070 / 46.0
after global routing: 909 / 1.63 / 6070 / 46.0
final: 909 / 1.57 / 6070 / 46.0
==> cell usage after synthesis, drive strengths merged (6+ instances only) <==
library cell / n / area (um^2)
a311oi: 8 / 87.6
dfxtp: 70 / 1400
nor4: 11 / 68.8
clkbuf: 47 / 176
nand2: 62 / 233
nor3: 24 / 120
o21ai: 58 / 290
nand4: 10 / 62.6
buf: 16 / 97.6
o31ai: 9 / 67.6
a21oi: 49 / 245
nand3: 29 / 145
o211a: 7 / 70.1
o21a: 8 / 60.1
nor3b: 6 / 45.0
a21o: 7 / 52.6
o211ai: 10 / 75.1
o311a: 8 / 80.1
a31oi: 22 / 144
inv: 21 / 78.8
or3: 9 / 56.3
nor4b: 7 / 61.3
nor2: 77 / 289
nor2b: 8 / 50.1
or4: 7 / 60.1
ha: 18 / 225
and3: 9 / 56.3
nand2b: 16 / 100
==> worst min path at each step <==
stage	from	end	cells after the start
final	red_cartoon[5][4]	red_cartoon[5][4]	1
after CTS	red_cartoon[5][4]	red_cartoon[5][4]	1
after global routing	red_cartoon[5][4]	red_cartoon[5][4]	1
==> final cells by class <==
type                       instances  area share [%]
timing repair buffer              44            6.56
clock inverter                     7            1.36
sequential                        70            23.1
inverter                          22            1.36
clock buffer                       9            3.71
tap                              176            3.63
multi-input combinational        581            60.3
Power and IR drop assume default switching activity.
