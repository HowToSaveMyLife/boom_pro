**flow/config.mk**
```make
export PLATFORM = sky130hd
export DESIGN_NAME = music
export DESIGN_NICKNAME = music
export VERILOG_FILES = /design/flow/design.v
export SDC_FILE = /design/flow/constraint.sdc
export NUM_CORES = 4
export LEC_CHECK = 1
export CORE_UTILIZATION = 30
```
**flow/constraint.sdc**
```tcl
current_design music

set clk_period 19.6
set clk_io_pct 0.2

create_clock -name clk0 -period $clk_period [get_ports {clk}]

set non_clock_inputs [all_inputs -no_clocks]
set_input_delay [expr $clk_period * $clk_io_pct] -clock clk0 $non_clock_inputs
set_output_delay [expr $clk_period * $clk_io_pct] -clock clk0 [all_outputs]
```
**flow/design.v**
```verilog
module music(clk,buzzer,success,music_state,game_state,leave_times);
    input clk,success;
    input [4:0] leave_times;
    input [1:0] game_state;
    output reg buzzer;
    output reg [1:0] music_state;
    reg [10:0] per;
    reg [6:0] cnt0;
    reg [16:0] time_cnt;
    reg [11:0] one_cnt;
    reg di;
    localparam
        A2 = 110,
        A2_ = 117,
        B2 = 123,
        C3 = 131,
        C3_ = 139,
        D3 = 147,
        D3_ = 156,
        E3 = 165,
        F3 = 175,
        F3_ = 185,
        G3 = 196,
        G3_ = 208,
        A3 = 220,
        A3_ = 233,
        B3 = 247,
        C4 = 262,
        C4_ = 277,
        D4 = 294,
        D4_ = 311,
        E4 = 330,
        F4 = 349,
        F4_ = 370,
        G4 = 392,
        G4_ = 415,
        A4 = 440,
        A4_ = 466,
        B4 = 494,
        C5 = 522,
        C5_ = 554,
        D5 = 587,
        D5_ = 622,
        E5 = 659,
        F5 = 698,
        F5_ = 740,
        G5 = 784,
        G5_ = 831,
        A5 = 880,
        A5_ = 932,
        B5 = 988,
        C6 = 1047;
    initial begin
        per<=0;
        cnt0<=0;
        time_cnt<=0;
        one_cnt<=0;
        music_state<=0;
        buzzer<=0;
        di<=0;
    end
    always @(posedge clk) begin
        if (game_state==2) begin
            if (di==1) begin
                if (one_cnt<958) begin
                    one_cnt<=one_cnt+1;
                end
                else begin
                    one_cnt<=0;
                    buzzer<=!buzzer;
                end
                if (per<=1023) begin
                    if (cnt0<121) begin
                        cnt0<=cnt0+1;
                    end
                    else begin
                        cnt0<=0;
                        per<=per+1;
                    end
                end
                else begin
                    buzzer<=0;
                    one_cnt<=0;
                    per<=0;
                    cnt0<=0;
                    di<=0;
                end
            end
            else begin
                if (one_cnt<15+leave_times*43) begin
                    if(per<999) begin
                        per<=per+1;
                    end
                    else begin
                        per<=0;
                        one_cnt<=one_cnt+1;
                    end
                end
                else begin
                    one_cnt<=0;
                    per<=0;
                    di<=1;
                end
            end
        end
        else if (game_state==3) begin
            if (music_state==0) begin
                music_state<=1;
                one_cnt<=0;
                time_cnt<=0;
                buzzer<=0;
                per<=0;
                cnt0<=0;
            end
            else begin
                if (success==1) begin
                    case (cnt0)
                        0:
                            per=G3;
                        1:
                            per=G3;
                        2:
                            per=G3;
                        3:
                            per=C4;
                        4:
                            per=C4;
                        5:
                            per=E4;
                        6:
                            per=E4;
                        7:
                            per=E4;
                        8:
                            per=G4;
                        9:
                            per=G4;
                        10:
                            per=G4;
                        11:
                            per=C5;
                        12:
                            per=C5;
                        13:
                            per=E5;
                        14:
                            per=E5;
                        15:
                            per=E5;
                        16:
                            per=G5;
                        17:
                            per=G5;
                        18:
                            per=G5;
                        19:
                            per=G5;
                        20:
                            per=G5;
                        21:
                            per=G5;
                        22:
                            per=G5;
                        23:
                            per=G5;
                        24:
                            per=E5;
                        25:
                            per=E5;
                        26:
                            per=E5;
                        27:
                            per=E5;
                        28:
                            per=E5;
                        29:
                            per=E5;
                        30:
                            per=E5;
                        31:
                            per=E5;
                        32:
                            per=G3_;
                        33:
                            per=G3_;
                        34:
                            per=G3_;
                        35:
                            per=C4;
                        36:
                            per=C4;
                        37:
                            per=D4_;
                        38:
                            per=D4_;
                        39:
                            per=D4_;
                        40:
                            per=G4_;
                        41:
                            per=G4_;
                        42:
                            per=G4_;
                        43:
                            per=C5;
                        44:
                            per=C5;
                        45:
                            per=D5_;
                        46:
                            per=D5_;
                        47:
                            per=D5_;
                        48:
                            per=A5_;
                        49:
                            per=A5_;
                        50:
                            per=A5_;
                        51:
                            per=A5_;
                        52:
                            per=A5_;
                        53:
                            per=A5_;
                        54:
                            per=A5_;
                        55:
                            per=A5_;
                        56:
                            per=D5_;
                        57:
                            per=D5_;
                        58:
                            per=D5_;
                        59:
                            per=D5_;
                        60:
                            per=D5_;
                        61:
                            per=D5_;
                        62:
                            per=D5_;
                        63:
                            per=D5_;
                        64:
                            per=A3_;
                        65:
                            per=A3_;
                        66:
                            per=A3_;
                        67:
                            per=D4;
                        68:
                            per=D4;
                        69:
                            per=F4;
                        70:
                            per=F4;
                        71:
                            per=F4;
                        72:
                            per=A4_;
                        73:
                            per=A4_;
                        74:
                            per=A4_;
                        75:
                            per=D5;
                        76:
                            per=D5;
                        77:
                            per=F5;
                        78:
                            per=F5;
                        79:
                            per=F5;
                        80:
                            per=A5_;
                        81:
                            per=A5_;
                        82:
                            per=A5_;
                        83:
                            per=A5_;
                        84:
                            per=A5_;
                        85:
                            per=A5_;
                        86:
                            per=A5_;
                        87:
                            per=A5_;
                        88:
                            per=A5_;
                        89:
                            per=A5_;
                        90:
                            per=A5_;
                        91:
                            per=A5_;
                        92:
                            per=A5_;
                        93:
                            per=A5_;
                        94:
                            per=A5_;
                        95:
                            per=A5_;
                        96:
                            per=C6;
                        97:
                            per=C6;
                        98:
                            per=C6;
                        99:
                            per=C6;
                        100:
                            per=C6;
                        101:
                            per=C6;
                        102:
                            per=C6;
                        103:
                            per=C6;
                        104:
                            per=C6;
                        105:
                            per=C6;
                        106:
                            per=C6;
                        107:
                            per=C6;
                        108:
                            per=C6;
                        109:
                            per=C6;
                        110:
                            per=C6;
                        111:
                            per=C6;
                        default: begin
                            music_state<=2;
                        end
                    endcase
                end
                else begin
                    case (cnt0)
                        0:
                            per=C5;
                        1:
                            per=C5;
                        2:
                            per=C5;
                        3:
                            per=C5;
                        4:
                            per=C5;
                        5:
                            per=G4;
                        6:
                            per=G4;
                        7:
                            per=G4;
                        8:
                            per=G4;
                        9:
                            per=G4;
                        10:
                            per=E4;
                        11:
                            per=E4;
                        12:
                            per=E4;
                        13:
                            per=E4;
                        14:
                            per=A4;
                        15:
                            per=A4;
                        16:
                            per=B4;
                        17:
                            per=B4;
                        18:
                            per=A4;
                        19:
                            per=A4;
                        20:
                            per=G4_;
                        21:
                            per=G4_;
                        22:
                            per=A4_;
                        23:
                            per=A4_;
                        24:
                            per=G4_;
                        25:
                            per=G4_;
                        26:
                            per=E4;
                        27:
                            per=E4;
                        28:
                            per=D4;
                        29:
                            per=D4;
                        30:
                            per=E4;
                        31:
                            per=E4;
                        32:
                            per=E4;
                        33:
                            per=E4;
                        34:
                            per=E4;
                        35:
                            per=E4;
                        36:
                            per=E4;
                        37:
                            per=E4;
                        default: begin
                            music_state<=2;
                        end
                    endcase
                end
                if (time_cnt<=120000-success*60000-1) begin
                    time_cnt<=time_cnt+1;
                    if(one_cnt*per<=500000) begin
                        one_cnt<=one_cnt+1;
                    end
                    else begin
                        one_cnt<=0;
                        buzzer<=!buzzer;
                    end
                end
                else begin
                    buzzer<=0;
                    time_cnt<=0;
                    cnt0<=cnt0+1;
                    one_cnt<=0;
                end
            end
        end
        else begin
            music_state<=0;
            buzzer<=0;
            per<=0;
            cnt0<=0;
            time_cnt<=0;
            one_cnt<=0;
        end
    end
endmodule
```
**flow/run.sh**
```bash
#!/bin/bash
# OpenROAD 26Q1-2900-gdf79404cd8, Yosys 0.63+post, stock flow scripts
make -C /OpenROAD-flow-scripts/flow DESIGN_CONFIG=/design/flow/config.mk WORK_HOME=/design/flow/orfs finish
```
==> deck_impl_summary.md <==
Synthesis and Place & Route Summary

Setup path
  • Setup crit end kind: flop
  • Critical path startpoint category: primary input
  • Worst path required time: just under 20000 ps
  • R2R setup slack: between 9000 and 10000 ps
  • Crit path DAT: 11670 ps
  • Crit path kind: primary input to flop
  • R2R cell count: 24
  • Reg-to-Reg Start: cnt0[1]
  • Capturing point of the worst reg2reg path: one_cnt[1]
  • Maximum fanout along the worst path: 18

Final layout
  • Comb. cell area: between 7000 and 8000 um^2
  • Design Area, Final: approximately 11000 um^2
  • Most instantiated logic cell after routing: sky130_fd_sc_hd__inv_1
  • Area growth from synthesis to final layout: 5.89%
  • Commonest non-fill, non-tap cells in the layout: sky130_fd_sc_hd__inv_1, sky130_fd_sc_hd__nand2_1, sky130_fd_sc_hd__ha_1
  • Flip-flop and latch area: 1530 um^2
  • Layout fillers: 3341
  • Share of final-layout standard cells stronger than drive strength 1: 6.27%
  • Fin cells: 1558

Timing
  • Setup tns final: 0 ps
  • Max-slew violation count: 0
  • Maximum frequency from static timing analysis: 86.1 MHz
  • RSZ-0062 raised after global routing: no
  • Normalized max-slew margin: 44.6%
  • Clk_skew: 9.25 ps
  • Hold slack final: 583 ps
  • Time the final worst path needs with I/O delays and setup: 11610 ps
  • Number of setup violations in the final report: 0
  • Hold Fails Final Rpt: 0
  • Slew at the pin with the worst max-slew slack: 829 ps
  • Ratio of final minimum period to clock period: 59.2%

Clocking
  • Max H-tree Level: 2
  • Num CTS Buffers: 5
  • Largest buffer count on any clock path: 2
  • Insertion Delay late pin: roughly 300 ps
  • Root cell of the clock tree: sky130_fd_sc_hd__clkbuf_16
  • TritonCTS Sinks: 51
  • # resized after CTS: 0
  • Hold_buf cts: 0
  • TritonCTS clock tree: built
  • Clock transition at the register clock pins on the worst setup and hold paths after CTS: about 80 ps
  • Number of setup buffers added after CTS: 0

Drt
  • Routed len/inst: approximately 15 um
  • Total detailed-routing wirelength: about 23 mm
  • Average vias per placed instance: 5.11
  • Drt drc: 0
  • Count of nets left with antenna violations after detail routing: 0
  • Number of antenna diodes: 0
  • Count of vias placed by the detailed router: between 7000 and 8000
  • First-pass detailed-route iteration total: 5
  • Detailed router's first-iteration violation count: 522

Hold path
  • Worst Min Path Start: buzzer
  • Hold depth: 1
  • Hold endpoint: buzzer
  • Min-delay worst type: flop to flop

Logic synthesis
  • Basic-gate share of the synthesized area counting and, or, nand and nor cells: 20.7%
  • Mux cell area share: 1.04%
  • Largest non-sequential cell family by area: adder cells
  • Library cells used by synthesis: 94
  • Yosys warning tally: 1
  • Dominant cell area share: 18.9%
  • Registers, synthesis: 51
  • FA/HA/MAJ Cells, Area Fraction: 32.6%
  • Seq share, synth: 15.4%
  • Fraction of synthesis flops using an asynchronous set or reset pin: 0%
  • Share of synthesized cell area in and-or and or-and compound cells: roughly 17%
  • Largest area contributor in the synthesized netlist: sky130_fd_sc_hd__fa_1
  • Main area contributors: sky130_fd_sc_hd__fa_1, sky130_fd_sc_hd__edfxtp_1, sky130_fd_sc_hd__ha_1, sky130_fd_sc_hd__inv_1, sky130_fd_sc_hd__nand2_1
  • Post-synthesis instance area: 9970 um^2
  • Post-Syn Instances: 1138
  • Synth Area in XOR/XNOR: 4.80%
  • Yosys synthesis chip area: 9970 um^2
  • Post-synth tally of flip-flops with integrated enable: just over 50
  • Most used DFF post-synth: sky130_fd_sc_hd__edfxtp_1
  • Avg Inst Size Synth: 8.76 um^2
  • Post-synthesis cell count from yosys: 1138

Placed design
  • Tally of buffers added on design ports: 11
  • Final RePlAce weighted congestion: between 0.9 and 1
  • HPWL Detailed: 18.1 mm
  • Post-Place Cell Area: 10400 um^2
  • DP Cell Count: 1550

Pwr
  • Final Total Pwr: 1.22 mW
  • Largest vdd supply drop: 0.0547 mV
  • Power Dens Cells: 116 nW/um^2
  • LEAKAGE: 4.61 nW

Flow run
  • Tool warnings: 31
  • Max-cap check violation count: 0

Floorplan
  • Core box area: 32600 um^2
  • Standard-cell rows: ~66
  • DIE HEIGHT: about 180 um
  • Chip area: 34000 um^2
  • I/O Pins: 12
  • Die extent in x: 184 um
  • Floorplan-stage core utilization: 30.6%

Global route
  • Total congestion overflow after global routing: 0
  • Maximum number of pins on one net before global-route repair: 32
  • Initial antenna violation count: 1
  • Total track usage: 15.2%
  • Global-route wire length before repair: a little over 40 mm
  • Via count of the first global-routing pass: 7887

Outcome
  • Result of the run: finished clean
==> registers in the layout, indices dropped and copies added, names as in the netlist <==
name         flops
time_cnt        17
one_cnt         12
per             11
cnt0             7
music_state      2
buzzer           1
di               1
==> per-layer routing <==
layer  share of wire, %  global-route usage [%]  vias up  wire, um
met3                7.0                    3.88       24      1640
met1                 48                    23.3     3800     11200
met4                1.3                    1.90        0       295
met5                  0                       0        -         0
li1                   -                       -     3898         -
met2                 44                    22.7      244     10400
==> worst max-delay path by stage <==
stage                   start          to  slack [ps]  depth (start not counted)
after CTS             success  one_cnt[1]        8030                         24
after global routing  success  one_cnt[1]        7440                         24
final                 success  one_cnt[1]        7990                         24
==> logic make-up after synthesis <==
logic type,Yosys count
compound gates,229
fa+ha+maj,203
buf+inv,187
simple gates,405
flops,51
mux,10
xor+xnor,53
==> cell usage after synthesis (all sizes together), types with 26 or more instances <==
cell type    n
nand2      116
clkbuf      30
ha         109
nor2        85
nand3       32
inv        127
xor2        29
buf         26
o21ai       39
edfxtp      51
and2        55
a21oi       53
fa          94
==> stage by stage <==
stage / utilization [%] / setup slack (ps)
floorplan: - / 9250
global placement: 31.9 / 7860
detailed placement: 31.9 / 7710
CTS: 32.4 / 8030
global route: 32.4 / 7440
finish: 32.4 / 7990
==> power breakdown <==
group / switching [mW] / internal, mW / total, mW
Sequential: 0.0484 / 0.144 / 0.192
Clock: 0.0418 / 0.0480 / 0.0898
Combinational: 0.561 / 0.378 / 0.939
Total: 0.651 / 0.570 / 1.22
==> final cells by class <==
type / instances / share of cell area (%)
clock inverter: 2 / 0.154
inverter: 127 / 4.52
sequential: 51 / 14.5
clock buffer: 6 / 1.22
timing repair buffer: 30 / 2.39
multi-input combinational: 900 / 72.0
tap: 442 / 5.24
==> critical path: stages <==
cell,delay (ps)
sky130_fd_sc_hd__clkdlybuf4s50_1,450
sky130_fd_sc_hd__buf_4,240
sky130_fd_sc_hd__o41ai_1,160
sky130_fd_sc_hd__a221o_1,310
sky130_fd_sc_hd__nor2_1,170
sky130_fd_sc_hd__o311ai_0,230
sky130_fd_sc_hd__a21oi_1,250
sky130_fd_sc_hd__nor2_1,230
sky130_fd_sc_hd__and2_1,240
sky130_fd_sc_hd__fa_1,480
sky130_fd_sc_hd__fa_1,520
sky130_fd_sc_hd__fa_1,520
sky130_fd_sc_hd__fa_1,550
sky130_fd_sc_hd__inv_1,60
sky130_fd_sc_hd__fa_1,530
sky130_fd_sc_hd__inv_1,40
sky130_fd_sc_hd__ha_1,400
sky130_fd_sc_hd__nand4_1,160
sky130_fd_sc_hd__a211oi_1,440
sky130_fd_sc_hd__a32oi_1,240
sky130_fd_sc_hd__xor2_1,190
sky130_fd_sc_hd__nor4_1,460
sky130_fd_sc_hd__o211a_1,600
sky130_fd_sc_hd__and3b_2,260
Power is estimated from default activity; no workload was simulated.
